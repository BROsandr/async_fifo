$ cat /design/flow/config.mk
export PLATFORM = sky130hd
export DESIGN_NAME = async_fifo
export DESIGN_NICKNAME = async_fifo
export VERILOG_FILES = /design/flow/design.v
export SDC_FILE = /design/flow/constraint.sdc
export NUM_CORES = 4
export LEC_CHECK = 1
export CORE_UTILIZATION = 50
export SYNTH_HDL_FRONTEND = slang
$ cat /design/flow/constraint.sdc
current_design async_fifo

set clk_period 2.6
set clk_io_pct 0.2

create_clock -name clk0 -period $clk_period [get_ports {clk_r_i}]
create_clock -name clk1 -period $clk_period [get_ports {clk_w_i}]

set non_clock_inputs [all_inputs -no_clocks]
set_input_delay [expr $clk_period * $clk_io_pct] -clock clk0 $non_clock_inputs
set_output_delay [expr $clk_period * $clk_io_pct] -clock clk0 [all_outputs]
$ cat /design/flow/design.v
module async_fifo #(
  parameter type         data_t = logic [7:0],
  parameter int unsigned DEPTH  = 8
) (
  input         clk_r_i,
  input         clk_w_i,
  input         rst_r_ni,
  input         rst_w_ni,
  input  data_t w_data_i,
  input         w_en_i,
  input         r_en_i,
  output data_t r_data_o,
  output        w_full_o,
  output        r_empty_o
);
  localparam int unsigned        ADDR_WIDTH = (DEPTH > 4) ? $clog2(DEPTH) : 3;
  typedef logic [ADDR_WIDTH-1:0] addr_t;
  typedef logic [ADDR_WIDTH  :0] gray_t;
  addr_t w_addr, r_addr;
  gray_t w_ptr, r_ptr, w2r_ptr, r2w_ptr;
  sync #(
    .data_t (gray_t)
  ) r2w_sync (
    .clk_i  (clk_w_i),
    .rst_ni (rst_w_ni),
    .in_i   (r_ptr),
    .out_o  (r2w_ptr)
  );
  sync #(
    .data_t (gray_t)
  ) w2r_sync (
    .clk_i  (clk_r_i),
    .rst_ni (rst_r_ni),
    .in_i   (w_ptr),
    .out_o  (w2r_ptr)
  );
  fifomem #(
    .data_t     (data_t),
    .ADDR_WIDTH (ADDR_WIDTH)
  ) fifomem (
    .clk_w_i    (clk_w_i),
    .w_clk_en_i (w_en_i),
    .w_data_i   (w_data_i),
    .w_addr_i   (w_addr),
    .r_addr_i   (r_addr),
    .w_full_i   (w_full_o),
    .r_data_o   (r_data_o)
  );
  r_ptr_empty #(
    .ADDR_WIDTH (ADDR_WIDTH)
  ) r_ptr_empty (
    .clk_r_i   (clk_r_i),
    .rst_r_ni  (rst_r_ni),
    .w2r_ptr_i (w2r_ptr),
    .r_en_i    (r_en_i),
    .r_empty_o (r_empty_o),
    .r_addr_o  (r_addr),
    .r_ptr_o   (r_ptr)
  );
  w_ptr_full #(
    .ADDR_WIDTH (ADDR_WIDTH)
  ) w_ptr_full (
    .clk_w_i   (clk_w_i),
    .rst_w_ni  (rst_w_ni),
    .r2w_ptr_i (r2w_ptr),
    .w_en_i    (w_en_i),
    .w_full_o  (w_full_o),
    .w_addr_o  (w_addr),
    .w_ptr_o   (w_ptr)
  );
endmodule
module fifomem #(
  parameter type         data_t     = logic [7:0],  
  parameter int unsigned ADDR_WIDTH = 8             
) (
  input                   clk_w_i,
  input                   w_clk_en_i,
  input  data_t           w_data_i,
  input  [ADDR_WIDTH-1:0] w_addr_i,
  input  [ADDR_WIDTH-1:0] r_addr_i,
  input                   w_full_i,
  output data_t           r_data_o
);
  localparam int unsigned DEPTH = 1 << ADDR_WIDTH;
  typedef data_t          mem_t [0:DEPTH-1];
  mem_t                   mem;
  assign r_data_o = mem[r_addr_i];
  always @(posedge clk_w_i)
    if (w_clk_en_i && !w_full_i) mem[w_addr_i] <= w_data_i;
endmodule
module r_ptr_empty #(
  parameter int unsigned ADDR_WIDTH = 8
) (
  input                       clk_r_i,
  input                       rst_r_ni,
  input      [ADDR_WIDTH  :0] w2r_ptr_i,
  input                       r_en_i,
  output reg                  r_empty_o,
  output     [ADDR_WIDTH-1:0] r_addr_o,
  output reg [ADDR_WIDTH  :0] r_ptr_o
);
  reg  [ADDR_WIDTH:0] r_bin;
  wire [ADDR_WIDTH:0] r_gray_next, r_bin_next;
  always @(posedge clk_r_i or negedge rst_r_ni)
    if   (!rst_r_ni) {r_bin, r_ptr_o} <= 0;
    else             {r_bin, r_ptr_o} <= {r_bin_next, r_gray_next};
  assign r_addr_o     = r_bin[ADDR_WIDTH-1:0];
  assign r_bin_next  = r_bin + (r_en_i & ~r_empty_o);
  assign r_gray_next = (r_bin_next>>1) ^ r_bin_next;
  logic r_empty_ff;
  logic r_empty_next;
  assign r_empty_next = (r_gray_next == w2r_ptr_i);
  always @(posedge clk_r_i or negedge rst_r_ni) begin
    if   (!rst_r_ni) r_empty_ff <= 1'b1;
    else             r_empty_ff <= r_empty_next;
  end
  assign r_empty_o = r_empty_ff;
endmodule
module sync #(
  parameter type data_t = logic [7:0]
) (
  input         clk_i,
  input         rst_ni,
  input  data_t in_i,
  output data_t out_o
);
  data_t out_ff2, out_ff;
  always @(posedge clk_i or negedge rst_ni)
    if   (!rst_ni) {out_ff2,out_ff} <= '0;
    else           {out_ff2,out_ff} <= {out_ff, in_i};
  assign out_o = out_ff2;
endmodule
module w_ptr_full #(
  parameter int unsigned ADDR_WIDTH = 8
) (
  input                       clk_w_i,
  input                       rst_w_ni,
  input      [ADDR_WIDTH  :0] r2w_ptr_i,
  input                       w_en_i,
  output reg                  w_full_o,
  output     [ADDR_WIDTH-1:0] w_addr_o,
  output reg [ADDR_WIDTH  :0] w_ptr_o
);
  reg  [ADDR_WIDTH:0] w_bin;
  wire [ADDR_WIDTH:0] w_gray_next, w_bin_next;
  always @(posedge clk_w_i or negedge rst_w_ni)
    if   (!rst_w_ni) {w_bin, w_ptr_o} <= 0;
    else             {w_bin, w_ptr_o} <= {w_bin_next, w_gray_next};
  assign w_addr_o  = w_bin[ADDR_WIDTH-1:0];
  assign w_bin_next  = w_bin + (w_en_i & ~w_full_o);
  assign w_gray_next = (w_bin_next>>1) ^ w_bin_next;
  logic  w_full_next;
  assign w_full_next =  (w_gray_next=={~r2w_ptr_i[ADDR_WIDTH  :ADDR_WIDTH-1],
                                        r2w_ptr_i[ADDR_WIDTH-2:0           ]});
  always @(posedge clk_w_i or negedge rst_w_ni)
    if   (!rst_w_ni) w_full_o <= 1'b0;
    else             w_full_o <= w_full_next;
endmodule
$ cat /design/flow/run.sh
#!/bin/bash
# OpenROAD 26Q1-2900-gdf79404cd8, Yosys 0.63+post, stock flow scripts
make -C /OpenROAD-flow-scripts/flow DESIGN_CONFIG=/design/flow/config.mk WORK_HOME=/design/flow/orfs finish
==> notes.md <==
run results: Unique masters post-synth 33, sequential share of power 44.6%, placed cell count 316, CTS sink cnt 96, Async S/R FF share, synth 33.3%, hold slack final 0.286 ns, Final HPWL DP 3570 µm, drc violations 0, yosys synthesis chip area 3760 µm², Finished Cell Area 4450 µm², final non-filler cell total 337, crit path DAT 2.07 ns, CP Capture Type primary output, top-count cell post-synth edfxtp_1, commonest cells in the synthesized netlist edfxtp_1 (64), dfrtp_1 (31), mux4_1 (15), via/cell ratio 5.27, drt initial violations 83, CP Launch Type flip-flop, Leak 1.62 nW, measured slew at the worst slew-check pin 0.676 ns, # hold bufs at CTS 0, worst vdd ir 645 µV, Die ar. 7870 µm², GR Util met2 25.2%, global route hottest layer met1, Die Span Y 88.7 µm, critical path type reg -> out, met3 Track Usage GR 10.3%, # diodes 0, post-synthesis cell count 190, CORE AREA 7250 µm², clk slew on worst S/H paths 0.07 ns, net switching power figure 0.00146 W, synthesis-to-layout area growth 18.3%, combinational group share of total power 30.9%, Crit Path Max Fanout 9, Ys Warns 0, pins over their slew limit 0, dominant cell type by area after synthesis edfxtp_1, final setup violation count 0, Mapped Avg Cell Area 19.8 µm², Mapped Area 3760 µm², PortBufs 22, grt total ovfl 0, Tool Warnings 29, routability cong. 0.757, Final ANT Viol Nets 0, Post-synth area hogs edfxtp_1 (51%), dfrtp_1 (21%), mux4_1 (10%), mux2_2 (2.4%), xnor2_1 (2.3%), RSZ-0062 raised after global routing true, I/O pins 24, First-pass DRT Iterations 4, Hold Crit Class reg -> reg, maxcap violations 0, first-pass GRT wire length 9530 µm, Clock Skew 0.00757 ns, WL final 6190 µm, top cell type's share of synthesized area 51.1%, Pre-Place Util 51.8%, Row Count 31, antenna violations before repair 0, Clock Power Share 24.5%, total global-route track usage 18.8%, ys flop type edfxtp_1, Critical Path RT 2.08 ns, Final Hold Vio Count 0, Yosys Instances 190, Switching Share 27.9%, Avg WL per Cell 18.4 µm, Post-synth EDFFs 64, largest net degree at the start of global routing 18, PwrDens 1180 nW/µm², layout cell share with drive strength beyond 1 21.8%, part of the Yosys area used for sequential elements 72.5%, placed inst area 4140 µm², CTS tree yes, Post-synth regs 96, outcome completed, Pint 0.00377 W, vias in the first global route 1851, global routing usage on met1 32.1%, slew margin rel. 54.8%, chip width 88.7 µm, via count 1776
-- layout make-up --
cell class / instances / area, µm²
fill: 527 / 2810
sequential: 96 / 2730
multi-input combinational: 86 / 943
timing repair buffer: 35 / 350
clock buffer: 13 / 179
tap: 99 / 124
clock inverter: 6 / 115
inverter: 2 / 7.51
-- flip-flops by register name, summed over array words and instances, names as in the netlist --
name	count
r_ptr_empty.r_empty_o	1
fifomem.mem	64
w_ptr_full.w_full_o	1
r_ptr_empty.r_ptr_o	3
w2r_sync.out_ff	4
r2w_sync.out_ff	4
r_ptr_empty.r_bin	4
w2r_sync.out_o	4
w_ptr_full.w_ptr_o	3
r2w_sync.out_o	4
w_ptr_full.w_bin	4
-- final timing paths --
| check | from | end | slack (ns) | cells past startpoint |
|---|---|---|---|---|
| max | r_ptr_empty.r_bin[0]$_DFF_PN0_ | r_data_o[1] | 0.009 | 4 |
| min | r_ptr_empty.r_ptr_o[0]$_DFF_PN0_ | r2w_sync.out_ff[0]$_DFF_PN0_ | 0.29 | 0 |
| max reg2reg | w_ptr_full.w_full_o$_DFF_PN0_ | w_ptr_full.w_full_o$_DFF_PN0_ | 0.58 | 7 |
| min reg2reg | r_ptr_empty.r_ptr_o[0]$_DFF_PN0_ | r2w_sync.out_ff[0]$_DFF_PN0_ | 0.29 | 0 |
| max in group clk1 | w_en_i | w_ptr_full.w_full_o$_DFF_PN0_ | 0.34 | 8 |
| max in group asynchronous | rst_r_ni | r_ptr_empty.r_bin[0]$_DFF_PN0_ | 1.44 | 1 |
| min in group clk0 | w2r_sync.out_ff[3]$_DFF_PN0_ | w2r_sync.out_o[3]$_DFF_PN0_ | 0.35 | 0 |
| min in group asynchronous | rst_w_ni | r2w_sync.out_ff[2]$_DFF_PN0_ | 0.59 | 1 |
-- kinds of logic (layout without fill, tap and decap cells) --
| group | count (synthesis) | count (layout) | synth area share [%] |
|---|---|---|---|
| DFF | 96 | 96 | 72.5 |
| and+or+nand+nor | 29 | 29 | 3.93 |
| muxes | 24 | 24 | 13.5 |
| xor gates and xnor gates | 19 | 19 | 4.93 |
| AOI/OAI and AO/OA | 10 | 10 | 2.03 |
| buffers and inverters | 8 | 56 | 1.80 |
| adders and majority gates | 4 | 4 | 1.33 |
-- layout by cell type, fill, tap and decap left out, types with 2 or more instances in the layout --
cell type        Yosys  layout
a21oi_1              2       2
buf_4                1      11
bufinv_16            0       3
clkbuf_8             0      13
clkdlybuf4s50_1      0      21
dfrtp_1             31      29
dfrtp_2              0       2
edfxtp_1            64      64
ha_1                 4       4
inv_1                2       2
inv_6                0       2
mux2_2               8       8
mux4_1              15       9
mux4_2               1       7
nand2_1              4       4
nand2b_1             7       7
nand3_1              2       2
nor2_1               7       7
nor2b_1              3       3
nor3_1               3       3
xnor2_1             10      10
xor2_1               8       8
-- power by group through the flow --
| stage | Combinational (W) | Clock (W) | Sequential [W] |
|---|---|---|---|
| final | 0.00162 | 0.00128 | 0.00233 |
| after CTS | 0.00159 | 0.00132 | 0.00233 |
| after global routing | 0.00178 | 0.00139 | 0.00239 |
-- critical path, cell delays in order, from the launching register on --
cell,delay (ns)
dfrtp_2,0.42
buf_12,0.15
mux4_1,0.54
mux2_2,0.28
clkdlybuf4s50_1,0.41
-- through the flow --
step	utilization, %	setup WS [ns]	total power, W	setup TNS, ns
2_1_floorplan	-	0.522	0.00336	0
3_3_place_gp	57.0	0.0778	0.00387	0
3_5_place_dp	57.0	-0.00891	0.00390	-0.00891
4_1_cts	61.0	-0.00210	0.00524	-0.00210
5_1_grt	61.3	-0.0646	0.00556	-0.395
6_report	61.3	0.00860	0.00524	0
-- repair_timing --
| item | in CTS | in global routing |
|---|---|---|
| resized | 4 | 5 |
| gates cloned | 0 | 1 |
| endpoints found under the setup margin | 8 | 8 |
| buffers inserted | 1 | 0 |
-- layer usage --
layer	vias up	wire length (µm)
met5	-	0
met1	871	2590
met3	8	676
met4	0	69
li1	819	-
met2	78	2850
Power and IR drop assume default switching activity.
